$ cat ./design.v
module datapath(input Clr, Clk);
  reg [7:0] state1;
  wire [7:0] Y, state, st;
  wire COND, MOC, IR_Ld, MAR_Ld, MDR_Ld, MuxMAR_Ld, RF_Ld, MuxC_Ld, PC_Ld, nPC_Ld, MuxMDR_Ld, MOV, RW, Hi_Ld, Lo_Ld;
	    wire inputCarry, negativeFlag, zeroFlag, carryFlag, overflowFlag;
  wire [5:0] opcode;
  wire[1:0] MuxA_Ld, MuxB_Ld, MuxReg_Ld;
  wire[31:0] DataOut; 
	wire[31:0] PC_out;
	wire[31:0] se_out;
	wire[31:0] nPC_out;
	wire[31:0] MAR_out, Mux_MAR_out;
	wire[31:0] MDR_out, Mux_MDR_out;
	wire[31:0] ALU_out, Hi_in, Lo_in;
	wire[5:0] func;
  wire N, Z, C, V;
	wire[31:0] IR_out;
	wire[31:0] PA, PB; 
	wire[4:0] Mux_c_out;
	wire[31:0] Mux_a_out, Mux_b_out, Mux_reg_out;
  wire[31:0] lo_out, hi_out;
	Control_Unit CU(state, Y, st, state1, COND, IR_out, MOC, IR_Ld, MAR_Ld, MDR_Ld, MuxMAR_Ld, RF_Ld, MuxC_Ld, PC_Ld, nPC_Ld, MuxMDR_Ld, MOV, RW, Hi_Ld, Lo_Ld, opcode, func, MuxA_Ld, MuxB_Ld, MuxReg_Ld, PA, PB, Clr, Clk);
	mux_4x1_32 MUXA(Mux_a_out, MuxA_Ld, PA, PC_out,  nPC_out, 32'b0);
	mux_4x1_32 MUXB(Mux_b_out, MuxB_Ld, PB, se_out, MDR_out, 32'd4);
  mux_2x1_5 MUXC(Mux_c_out, MuxC_Ld, IR_out[15:11], IR_out[20:16]);
  mux_3x1_32 MUXREG(Mux_reg_out, MuxReg_Ld, ALU_out, hi_out, lo_out);
	signextend SE(se_out, IR_out[15:0]);
  registernPC nPC(nPC_out, nPC_Ld, ALU_out, Clr, Clk);
	registerPC PC(PC_out, PC_Ld, nPC_out, Clr, Clk);
	registerIR IR(IR_out, IR_Ld, DataOut, Clr, Clk);
	registerclr LO(lo_out, Lo_Ld, ALU_out, Clr, Clk);
	registerclr HI(hi_out, Hi_Ld, ALU_out, Clr, Clk);
	mux_2x1_32 MUXMAR(Mux_MAR_out, MuxMAR_Ld, PC_out, ALU_out);
	mux_2x1_32 MUXMDR(Mux_MDR_out, MuxMDR_Ld, ALU_out, DataOut);
	registerclr MAR(MAR_out, MAR_Ld, Mux_MAR_out, Clr, Clk);
	registerclr MDR(MDR_out, MDR_Ld, Mux_MDR_out, Clr, Clk);
	ram512x8 RAM(DataOut, MOC, RW, MOV, MAR_out, MDR_out, opcode);
 registerFile rg(PA, PB, Mux_reg_out, IR_out[25:21], IR_out[20:16], Mux_c_out, RF_Ld, Clk, Clr);
	ALU ALU(ALU_out, N, Z, C, V, func, Mux_a_out, Mux_b_out);
endmodule
module mux_2x1_32(output reg [31:0] O, input Sel, input [31:0] r0, input [31:0] r1);
 always @ (r0,r1,Sel) begin	
    case(Sel)
    1'd0: O = r0;
    1'd1: O = r1;  
   endcase
 end
endmodule
module mux_2x1_5(output reg [4:0] O, input Sel, input [4:0] r0, input [4:0] r1);
 always @ (r0,r1,Sel) begin	
    case(Sel)
    1'd0: O = r0;
    1'd1: O = r1;  
   endcase
 end
endmodule
module mux_4x1_32(output reg [31:0] O, input [1:0] Sel, input [31:0] r0, input [31:0] r1, input [31:0] r2, input [31:0] r3);
 always @ (r0,r1,r2,r3,Sel) begin	
    case(Sel)
    2'd0: O = r0;
    2'd1: O = r1;  
	  2'd2: O = r2;
    2'd3: O = r3;   
   endcase
 end
endmodule
module mux_3x1_32(output reg [31:0] O, input [1:0] Sel, input [31:0] r0, input [31:0] r1, input [31:0] r2);
 always @ (r0,r1,r2,Sel) begin	
    case(Sel)
    2'd0: O = r0;
    2'd1: O = r1;  
	2'd2: O = r2; 
   endcase
 end
endmodule
module registerclr(output reg [31:0]Q, input ld, input [31:0]D, input Clr, input Clk);	
  always @ (posedge Clk, posedge Clr)         
		if(Clr) Q = 32'h0000_0000;
		else if(ld)
			Q <= D;           
endmodule
module registerPC(output reg [31:0]Q, input ld, input [31:0]D, input Clr, input Clk);	
  always @ (posedge Clk, posedge Clr)         
		if(Clr) Q = 32'h0000_0000;
		else if(ld) begin
			Q <= D;
		end
endmodule
module registernPC(output reg [31:0]Q, input ld, input [31:0]D, input Clr, input Clk);	
  always @ (posedge Clk, posedge Clr)         
		if(Clr) Q = 32'd4;
		else if(ld) begin
			Q <= D;   
		end   
endmodule
module registerIR(output reg [31:0]Q, input ld, input [31:0]D, input Clr, input Clk);	
  always @ (posedge Clk, posedge Clr)         
	if(ld)
			Q <= D;           
endmodule
module signextend(output reg[31:0] O, input [15:0] imm16);
	always @ (imm16) begin
		if(imm16[15] == 1) begin
			O[31:16] = 16'hFFFF;
			O[15:0] = imm16;
		end
		else begin
			O[31:16] = 16'h0000;
			O[15:0] = imm16;
		end
	end
endmodule
$ cat ./run.sh
#!/bin/bash
# OpenROAD 26Q1-2900-gdf79404cd8, Yosys 0.63+post, stock flow scripts
make -C /OpenROAD-flow-scripts/flow DESIGN_CONFIG=/design/flow/config.mk WORK_HOME=/design/flow/orfs finish
$ cat ./config.mk
export PLATFORM = sky130hd
export DESIGN_NAME = mux_4x1_32
export DESIGN_NICKNAME = mux_4x1_32
export VERILOG_FILES = /design/flow/design.v
export SDC_FILE = /design/flow/constraint.sdc
export NUM_CORES = 4
export LEC_CHECK = 1
export CORE_AREA = 10 10 84 84
export DIE_AREA = 0 0 94 94
$ cat ./constraint.sdc
current_design mux_4x1_32

set clk_period 1.5
set clk_io_pct 0.2

create_clock -name clk0 -period $clk_period

set non_clock_inputs [all_inputs -no_clocks]
set_input_delay [expr $clk_period * $clk_io_pct] -clock clk0 $non_clock_inputs
set_output_delay [expr $clk_period * $clk_io_pct] -clock clk0 [all_outputs]
==> impl_metrics.json <==
{
  "setup_viol": 10,
  "drtIter0Drc": 28,
  "synth_seq_share_pct": 0,
  "vias": 1228,
  "grt_max_degree": 12,
  "crit_path_start_kind": "input port",
  "ant_nets": 0,
  "warnings": 34,
  "crit_fanout": 6,
  "nFillCells": 540,
  "max_freq_mhz": 631,
  "drc": 0,
  "hold_path_end": "O[0]",
  "wl_met2_microns": 3030,
  "arrival_ns": 1.28,
  "grt_antenna_before_repair": 1,
  "path_class": "in2out",
  "rsz0062_at_grt": "yes",
  "first_pass_iters": 4,
  "io_pins": 162,
  "lay_top_cells": "dlygate4sd2_1, buf_2, mux4_2",
  "avgSynthCellArea_sq_um": 20.9,
  "tns_ns": -0.467,
  "hold_depth": 3,
  "routed_via_density": 4.40,
  "routedLengthMet1_microns": 2180,
  "p_per_area_nw_per_um2": 241,
  "hpwl_microns": 5260,
  "irDropWorstVdd_mv": 0.119,
  "logic_area_sq_um": 721,
  "flops": 0,
  "grt_pass1_vias": 1411,
  "slew_headroom_pct": 91.5,
  "hp-start": "r1[0]",
  "fp_util_pct": 15.6,
  "layout-drive-gt1-share_pct": 38.5,
  "yosys_area_sq_um": 815,
  "top_cells_by_area": "mux4_2, buf_12, mux4_1",
  "ys_types": 5,
  "mostFrequentLayoutCell": "dlygate4sd2_1",
  "ys_cells": 39,
  "grt_pass1_wl_microns": 8470,
  "top_area_share_pct": 82.9,
  "hold_viol_final": 0,
  "crit_required_ns": 1.20,
  "finalMaxSlewViolations": 0,
  "die_h_microns": 94,
  "die-area_sq_um": 8840,
  "port_buffers": 162,
  "routabilityCongestion": 0.790,
  "wl_microns": 5960,
  "finish.utilization_pct": 44.7,
  "maxCapViolCount": 0,
  "grtUsageTotal_pct": 12.7,
  "worst_slack_ns": -0.0839,
  "min_period_ns": 1.58,
  "status": "finished, violations left",
  "rows": 26,
  "worstSetupEndpointType": "primary output",
  "clkbuf_count": 0,
  "tightest_slew_ns": 0.128,
  "die_width_microns": 94,
  "seqCellArea_sq_um": 0,
  "dr.max_layer_used": "met3",
  "wl_met3_microns": 744,
  "coreArea_sq_um": 5200,
  "overflow": 0,
  "failed_checks": "setup timing",
  "yosysWarnings": 1,
  "area_growth_pct": 186,
  "syn_inst": 39,
  "detail_route.wl_per_cell_microns": 21.4,
  "hold_path.class": "in2out",
  "syn_area_sq_um": 815,
  "period_used_pct": 106,
  "top_area_cell": "mux4_2",
  "p_leak_nw": 1.13
}
[routing by layer]
metal | global-route usage, % | vias up
li1 | - | 546
met1 | 15.3 | 588
met2 | 22.1 | 94
met3 | 5.49 | 0
met4 | 0 | 0
met5 | 0 | -
[metrics by stage]
stage | hold slack (ns) | cell area [sq um] | power [mW] | setup WS, ns | cells
final | 0.998 | 2330 | 0.561 | -0.0839 | 279
after CTS | 1.02 | 2310 | 0.571 | -0.0994 | 277
after global placement | 1.46 | 2500 | 0.724 | -0.656 | 270
after global routing | 1.03 | 2330 | 0.606 | -0.103 | 279
after floorplan | 0.686 | 815 | 0.189 | 0.183 | 39
after detailed placement | 1.46 | 2500 | 0.727 | -0.659 | 270
[how the worst max path moves through the flow]
| stage | startpoint | endpoint | slack (ns) | cells after the start |
|---|---|---|---|---|
| after CTS | Sel[0] | O[2] | -0.1 | 5 |
| after global routing | Sel[0] | O[2] | -0.10 | 5 |
| final | Sel[0] | O[2] | -0.08 | 5 |
[timing repair]
action                                  in CTS  in global routing
resized                                    243                  2
buffers inserted                             5                  1
endpoints found under the setup margin      32                 28
hold buffers                                 0                  0
cloned                                       2                  0
[area by class of cell]
class,instances,share of cell area (%)
multi-input combinational,32,31.0
tap,70,3.76
antenna,1,0.107
timing repair buffer,176,65.2
[Yosys cell counts]
library cell / instances
buf_12: 3
buf_2: 3
buf_6: 1
mux4_1: 2
mux4_2: 30
[power by group]
group          internal (mW)  switching [mW]  leakage (nW)
logic                  0.416           0.146          1.13
clock network   0.0000000891               0    0.00000634
registers                  0               0             0
total                  0.416           0.146          1.13
[logic make-up (layout without fill, tap and decap cells)]
kind of cell	count (synthesis)	in the layout	synth area share, %
muxes	32	32	89.4
buffers and inverters	7	176	10.6
other	0	1	0
[worst max-delay path, cell delays in order]
cell and delay (ns):
buf_12 0.11, buf_12 0.12, buf_12 0.10, mux4_2 0.52, buf_2 0.14
Power and IR drop assume default switching activity.
