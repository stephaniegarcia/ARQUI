==> flow/design.v <==
module registerFile(out_PA, out_PB, in_PC, in_SA, in_SB, in_SC, in_RFL, in_clk, clr);
	output [31:0] out_PA;
	output [31:0] out_PB;
	 input [31:0] in_PC;
	 input [4:0] in_SA;
	 input [4:0] in_SB;
	 input [4:0] in_SC;
	 input in_RFL;
	 input in_clk, clr;
     wire[31:0] Ld;
     decoder_5x32 binaryDecoder(in_SC, Ld, in_RFL);
	wire[31:0] Q0;
	wire[31:0] Q1;
	wire[31:0] Q2;
	wire[31:0] Q3;
	wire[31:0] Q4;
	wire[31:0] Q5;
	wire[31:0] Q6;
	wire[31:0] Q7;
	wire[31:0] Q8;
	wire[31:0] Q9;
wire[31:0] Q10;
	wire[31:0] Q11;
	wire[31:0] Q12;
	wire[31:0] Q13;
	wire[31:0] Q14;
	wire[31:0] Q15;
	wire[31:0] Q16;
	wire[31:0] Q17;
wire[31:0] Q18;
	wire[31:0] Q19;
	wire[31:0] Q20;
	wire[31:0] Q21;
	wire[31:0] Q22;
	wire[31:0] Q23;
	wire[31:0] Q24;
	wire[31:0] Q25;
	wire[31:0] Q26;
	wire[31:0] Q27;
	wire[31:0] Q28;
	wire[31:0] Q29;
wire[31:0] Q30;
	wire[31:0] Q31;
      registers r00 (Q0, 32'b0000000000000000000000, 1'b1, in_clk, clr);
      registers r01 (Q1, in_PC, Ld[1], in_clk, clr);
      registers r02 (Q2, in_PC, Ld[2], in_clk, clr);
      registers r03 (Q3, in_PC, Ld[3], in_clk, clr);
      registers r04 (Q4, in_PC, Ld[4], in_clk, clr);
      registers r05 (Q5, in_PC, Ld[5], in_clk, clr);
      registers r06 (Q6, in_PC, Ld[6], in_clk, clr);
      registers r07 (Q7, in_PC, Ld[7], in_clk, clr);
      registers r08 (Q8, in_PC, Ld[8], in_clk, clr);
      registers r09 (Q9, in_PC, Ld[9], in_clk, clr);
      registers r10 (Q10, in_PC, Ld[10], in_clk, clr);
      registers r11 (Q11, in_PC, Ld[11], in_clk, clr);
      registers r12 (Q12, in_PC, Ld[12], in_clk, clr);
      registers r13 (Q13, in_PC, Ld[13], in_clk, clr);
      registers r14 (Q14, in_PC, Ld[14], in_clk, clr);
      registers r15 (Q15, in_PC, Ld[15], in_clk, clr);
      registers r16 (Q16, in_PC, Ld[16], in_clk, clr);
      registers r17 (Q17, in_PC, Ld[17], in_clk, clr);
      registers r18 (Q18, in_PC, Ld[18], in_clk, clr);
      registers r19 (Q19, in_PC, Ld[19], in_clk, clr);
      registers r20 (Q20, in_PC, Ld[20], in_clk, clr);
      registers r21 (Q21, in_PC, Ld[21], in_clk, clr);
      registers r22 (Q22, in_PC, Ld[22], in_clk, clr);
      registers r23 (Q23, in_PC, Ld[23], in_clk, clr);
      registers r24 (Q24, in_PC, Ld[24], in_clk, clr);
      registers r25 (Q25, in_PC, Ld[25], in_clk, clr);
      registers r26 (Q26, in_PC, Ld[26], in_clk, clr);
      registers r27 (Q27, in_PC, Ld[27], in_clk, clr);
      registers r28 (Q28, in_PC, Ld[28], in_clk, clr);
      registers r29 (Q29, in_PC, Ld[29], in_clk, clr);
      registers r30 (Q30, in_PC, Ld[30], in_clk, clr);
      registers r31 (Q31, in_PC, Ld[31], in_clk, clr);
mux mux_A(Q0, Q1, Q2, Q3, Q4, Q5, Q6, Q7, Q8, Q9, Q10, Q11, Q12, Q13, Q14, Q15, Q16, Q17, Q18, Q19, Q20, Q21, Q22, Q23, Q24, Q25, Q26, Q27, Q28, Q29, Q30, Q31, in_SA, out_PA);
mux mux_B(Q0, Q1, Q2, Q3, Q4, Q5, Q6, Q7, Q8, Q9, Q10, Q11, Q12, Q13, Q14, Q15, Q16, Q17, Q18, Q19, Q20, Q21, Q22, Q23, Q24, Q25, Q26, Q27, Q28, Q29, Q30, Q31, in_SB, out_PB);
	endmodule
	module decoder_5x32 (in_D , out_E, in_Ld);
		 input [4:0] in_D;
		 output reg [31:0] out_E ;
		 input in_Ld;
		 always @ (in_Ld)
		 begin
		  out_E= 0;
		  if (in_Ld == 1'b1) begin
		   case (in_D)
			5'b00000 : out_E = 32'b00000000000000000000000000000001;
			5'b00001 : out_E = 32'b00000000000000000000000000000010;
			5'b00010 : out_E = 32'b00000000000000000000000000000100;
			5'b00011 : out_E = 32'b00000000000000000000000000001000;
			5'b00100 : out_E = 32'b00000000000000000000000000010000;
			5'b00101 : out_E = 32'b00000000000000000000000000100000;
			5'b00110 : out_E = 32'b00000000000000000000000001000000;
			5'b00111 : out_E = 32'b00000000000000000000000010000000;
			5'b01000 : out_E = 32'b00000000000000000000000100000000;
			5'b01001 : out_E = 32'b00000000000000000000001000000000;
			5'b01010 : out_E = 32'b00000000000000000000010000000000;
			5'b01011 : out_E = 32'b00000000000000000000100000000000;
			5'b01100 : out_E = 32'b00000000000000000001000000000000;
			5'b01101 : out_E = 32'b00000000000000000010000000000000;
			5'b01110 : out_E = 32'b00000000000000000100000000000000;
			5'b01111 : out_E = 32'b00000000000000001000000000000000;
			5'b10000 : out_E = 32'b00000000000000010000000000000000;
			5'b10001 : out_E = 32'b00000000000000100000000000000000;
			5'b10010 : out_E = 32'b00000000000001000000000000000000;
		 	5'b10011 : out_E = 32'b00000000000010000000000000000000;
		    5'b10100 : out_E = 32'b00000000000100000000000000000000;
		    5'b10101 : out_E = 32'b00000000001000000000000000000000;
		    5'b10110 : out_E = 32'b00000000010000000000000000000000;
			5'b10111 : out_E = 32'b00000000100000000000000000000000;
		    5'b11000 : out_E = 32'b00000001000000000000000000000000;
		    5'b11001 : out_E = 32'b00000010000000000000000000000000;
			5'b11010 : out_E = 32'b00000100000000000000000000000000;
		    5'b11011 : out_E = 32'b00001000000000000000000000000000;
		    5'b11100 : out_E = 32'b00010000000000000000000000000000;
			5'b11101 : out_E = 32'b00100000000000000000000000000000;
		    5'b11110 : out_E = 32'b01000000000000000000000000000000;
			5'b11111 : out_E = 32'b10000000000000000000000000000000;
		 endcase
		end
	   end
	endmodule
	module registers(out_Q, in_D, Ld, clk, clr);
			 output reg[31:0] out_Q;
			 input [31:0] in_D;
			 input Ld;
			 input clk, clr;
			 always @(posedge clk)
			 	if(clr)
					out_Q <= 32'd0;
				else if (Ld)
					out_Q <= in_D;
	endmodule
	module mux(in_data0, in_data1, in_data2, in_data3, in_data4, in_data5, in_data6, in_data7, in_data8, in_data9, in_data10, in_data11, in_data12, in_data13, in_data14, in_data15, in_data16, in_data17, in_data18, in_data19, in_data20, in_data21, in_data22, in_data23, in_data24, in_data25, in_data26, in_data27, in_data28, in_data29, in_data30, in_data31, select, out_data);
			input [31:0] in_data0;
			input [31:0] in_data1;
			input [31:0] in_data2;
			input [31:0] in_data3;
			input [31:0] in_data4;
			input [31:0] in_data5;
			input [31:0] in_data6;
			input [31:0] in_data7;
			input [31:0] in_data8;
			input [31:0] in_data9;
			input [31:0] in_data10;
			input [31:0] in_data11;
			input [31:0] in_data12;
			input [31:0] in_data13;
			input [31:0] in_data14;
			input [31:0] in_data15;
			input [31:0] in_data16;
			input [31:0] in_data17;
			input [31:0] in_data18;
			input [31:0] in_data19;
			input [31:0] in_data20;
			input [31:0] in_data21;
			input [31:0] in_data22;
			input [31:0] in_data23;
			input [31:0] in_data24;
			input [31:0] in_data25;
			input [31:0] in_data26;
			input [31:0] in_data27;
			input [31:0] in_data28;
			input [31:0] in_data29;
			input [31:0] in_data30;
			input [31:0] in_data31;
			input [4:0] select;
			output reg [31:0] out_data;
			always @(in_data0, in_data1, in_data2, in_data3, in_data4, in_data5, in_data6, in_data7, in_data8, in_data9, in_data10, in_data11, in_data12, in_data13, in_data14, in_data15, in_data16, in_data17, in_data18, in_data19, in_data20, in_data21, in_data22, in_data23, in_data24, in_data25, in_data26, in_data27, in_data28, in_data29, in_data30, in_data31, select)
			begin
			case (select)
			5'b00000 : out_data = in_data0;
			5'b00001 : out_data = in_data1;
			5'b00010 : out_data = in_data2;
			5'b00011 : out_data = in_data3;
			5'b00100 : out_data = in_data4;
			5'b00101 : out_data = in_data5;
			5'b00110 : out_data = in_data6;
			5'b00111 : out_data = in_data7;
			5'b01000 : out_data = in_data8;
			5'b01001 : out_data = in_data9;
			5'b01010 : out_data = in_data10;
			5'b01011 : out_data = in_data11;
			5'b01100 : out_data = in_data12;
			5'b01101 : out_data = in_data13;
			5'b01110 : out_data = in_data14;
			5'b01111 : out_data = in_data15;
			5'b10000 : out_data = in_data16;
			5'b10001 : out_data = in_data17;
			5'b10010 : out_data = in_data18;
			5'b10011 : out_data = in_data19;
			5'b10100 : out_data = in_data20;
			5'b10101 : out_data = in_data21;
			5'b10110 : out_data = in_data22;
			5'b10111 : out_data = in_data23;
			5'b11000 : out_data = in_data24;
			5'b11001 : out_data = in_data25;
			5'b11010 : out_data = in_data26;
			5'b11011 : out_data = in_data27;
      			5'b11100 : out_data = in_data28;
			5'b11101 : out_data = in_data29;
			5'b11110 : out_data = in_data30;
			5'b11111 : out_data = in_data31;
	  endcase
	  end
	endmodule
==> flow/run.sh <==
#!/bin/bash
# OpenROAD 26Q1-2900-gdf79404cd8, Yosys 0.63+post, stock flow scripts
make -C /OpenROAD-flow-scripts/flow DESIGN_CONFIG=/design/flow/config.mk WORK_HOME=/design/flow/orfs finish
==> flow/config.mk <==
export PLATFORM = sky130hd
export DESIGN_NAME = registerFile
export DESIGN_NICKNAME = registerFile
export VERILOG_FILES = /design/flow/design.v
export SDC_FILE = /design/flow/constraint.sdc
export NUM_CORES = 4
export LEC_CHECK = 1
export CORE_UTILIZATION = 50
==> flow/constraint.sdc <==
current_design registerFile

set clk_period 11.1
set clk_io_pct 0.2

create_clock -name clk0 -period $clk_period [get_ports {in_clk}]

set non_clock_inputs [all_inputs -no_clocks]
set_input_delay [expr $clk_period * $clk_io_pct] -clock clk0 $non_clock_inputs
set_output_delay [expr $clk_period * $clk_io_pct] -clock clk0 [all_outputs]
==> out/qor.yml <==
maximum_vdd_drop_mv: 0.127
lay_top_cells: "sky130_fd_sc_hd__nand2_1 (2028), sky130_fd_sc_hd__a21oi_1 (1028), sky130_fd_sc_hd__dfxtp_1 (992)"
clk_root_buffer_cell: "sky130_fd_sc_hd__clkbuf_16"
yosysTopAreaCellShare: 0.415
power.density_cell_area_nw_per_um2: 150
hpwl_mm: 179
drc: 0
finalWirelength_mm: 305
critical_path.cell_chain: "buf_2, buf_4, nor3b_2, buf_4, and2_2, buf_4, a32o_1, nor3_1, nand4_1, clkdlybuf4s50_1"
grt_pass1_wl_mm: 408
cts_buffer_depth: 3
clock_latency_ns: 0.72
synth-area-yosys_um2: 47900
final_hold_vio_count: 0
cts_tree: "yes"
cts_made_buffers: 108
timing.fmax_mhz: 113
timing.final.max_slew_violations: 0
area_growth_pct: 13.9
power_leakage_nw: 17.9
die.size.y_um: 311
worst-endpoint-required_ns: 8.88
ioPinCount: 114
gr-usage-met3: 0.459
overflow: 0
synth_instances: 6465
critical_path.endpoint_type: "primary output"
port-buffer-count: 113
clock_sinks: 992
drive_gt1_frac: 0.0962
crit-reg2reg-capture: "r02.out_Q[0]$_SDFFE_PP0P_"
power_switching_share: 0.261
chip_area_um2: 97000
postSynth.asyncResetShare: 0
worst_r2r_startpoint: "r02.out_Q[0]$_SDFFE_PP0P_"
critical-path-top-cell-by-count: "sky130_fd_sc_hd__buf_4"
synth_flop_count: 992
stdcell_count: 7689
critical_path_class: "input port to primary output"
gr-usage-all-layers: 0.633
place_ws_ns: 2.73
cp-start-kind: "input port"
final.setup.worst_slack_ns: 2.22
hold_buffers: 0
worst-endpoint-arrival_ns: 6.66
critical_path_s_slowest_cell: "sky130_fd_sc_hd__buf_2"
hold_path_startpoint: "r03.out_Q[12]$_SDFFE_PP0P_"
yosys.stat.seqShare: 0.415
coreArea_um2: 94900
edf_count: 0
first_global_vias: 51029
grt_max_degree: 151
gp_routability_congestion: 1.14
grt_busiest_layer: "met1"
floorplan.core_util: 0.505
rsz0062_at_grt: "no"
finalClockPeriodUsage: 0.800
final_layout_top_logic_cell: "sky130_fd_sc_hd__nand2_1"
clkTransAtPathRegs_ns: 0.06
post_cts_resized: 0
globalRouteMet1Util: 0.767
place_inst: 7435
drt_iter0_markers: 10276
reg2regPathDepth: 2
layout.core_utilization: 0.575
via_count: 57186
postSynth.topFlopCell: "sky130_fd_sc_hd__dfxtp_1"
hold-path-cell-count: 2
critical_path.max_stage_delay_ns: 0.69
timing.setup.tns_ns: 0
yosys-stat-cells: 6465
grt_util_met2: 0.757
internal_power_mw: 6.06
h_tree_levels: 3
netlist_area_before_placement_um2: 47900
r2r_slack_ns: 10.21
worstMarginPinSlew_ns: 1.34
synth.top_cells.by_area: "sky130_fd_sc_hd__dfxtp_1 (41%), sky130_fd_sc_hd__nand2_1 (16%), sky130_fd_sc_hd__a21oi_1 (11%)"
warning_count: 35
power_frac_comb: 0.072
drt-wirelength-per-cell_um: 39.6
drv_cap: 0
routed_via_density: 7.44
drt-pass1-iter-count: 12
antenna_found_initial: 39
synth.largest_area_cell: "sky130_fd_sc_hd__dfxtp_1"
ys_warn_count: 3
period_minus_slack_ns: 8.88
yosysUniqueCellTypes: 60
terminating_pin_of_the_worst_hold_path: "r03.out_Q[12]$_SDFFE_PP0P_"
synthesis.area_per_instance_um2: 7.40
postCtsSetupRepairBufs: 0
maxSlewHeadroom: 0.107
worstHoldPathType: "register to register"
detail-route-antenna-nets: 0
num_rows: 113
path_max_fanout: 33
finalClockSkew_ns: 0
clock_power_share: 0.488
status: "completed"
switchingPower_mw: 2.14
die_width_um: 311
seq_power_share: 0.441
number_of_failing_setup_endpoints_in_the_final_timing_report: 0
how the worst max path moves through the flow:
stage / startpoint / end / depth (start not counted)
4_1_cts: in_SA[4] / out_PA[31] / 8
5_1_grt: in_SB[1] / out_PB[24] / 10
6_report: in_SB[1] / out_PB[24] / 10
worst max-delay path, delay by kind of cell:
family | cells | cell delay, ns
AND-OR/OR-AND | 1 | 0.19
AND/OR/NAND/NOR | 4 | 1.35
buffers and inverters | 5 | 2.83
cell type report:
cell class,instances,area (um2)
timing repair buffer,357,2990
multi-input combinational,4819,26100
clock inverter,42,597
tap,1265,1580
fill,8798,40400
antenna,55,138
clock buffer,157,3290
inverter,2,7.51
sequential,992,19900
cell usage after synthesis, types with 12 or more instances:
| library cell | n |
|---|---|
| sky130_fd_sc_hd__nand2_1 | 2059 |
| sky130_fd_sc_hd__a21oi_1 | 1028 |
| sky130_fd_sc_hd__dfxtp_1 | 992 |
| sky130_fd_sc_hd__clkbuf_1 | 556 |
| sky130_fd_sc_hd__a22oi_1 | 450 |
| sky130_fd_sc_hd__nand3_1 | 169 |
| sky130_fd_sc_hd__and3_1 | 154 |
| sky130_fd_sc_hd__nand4_1 | 152 |
| sky130_fd_sc_hd__a22o_1 | 109 |
| sky130_fd_sc_hd__nor2_1 | 102 |
| sky130_fd_sc_hd__mux2i_1 | 101 |
| sky130_fd_sc_hd__buf_2 | 72 |
| sky130_fd_sc_hd__a32o_1 | 42 |
| sky130_fd_sc_hd__a2111oi_0 | 41 |
| sky130_fd_sc_hd__nor3_1 | 37 |
| sky130_fd_sc_hd__a222oi_1 | 35 |
| sky130_fd_sc_hd__o2bb2ai_1 | 27 |
| sky130_fd_sc_hd__or4_1 | 24 |
| sky130_fd_sc_hd__nor4_1 | 23 |
| sky130_fd_sc_hd__nand3b_1 | 21 |
| sky130_fd_sc_hd__mux2_2 | 20 |
| sky130_fd_sc_hd__or3_1 | 18 |
| sky130_fd_sc_hd__and2_1 | 15 |
| sky130_fd_sc_hd__a221oi_1 | 14 |
| sky130_fd_sc_hd__a32oi_1 | 14 |
| sky130_fd_sc_hd__nor2b_1 | 14 |
| sky130_fd_sc_hd__o211ai_1 | 14 |
| sky130_fd_sc_hd__o221ai_1 | 14 |
| sky130_fd_sc_hd__o21ai_0 | 13 |
| sky130_fd_sc_hd__nor3b_1 | 12 |
cell families (layout without fill, tap and decap cells):
group	after synthesis	count (layout)	share of synthesized area
multiplexers	121	121	0.0258
buffers and inverters	654	558	0.0548
AND/OR/NAND/NOR	2855	2855	0.259
other	0	55	0
AND-OR/OR-AND	1843	1843	0.246
flip-flops	992	992	0.415
layer usage:
layer	up-vias	routed length, um
met5	-	1220
met4	53	31200
met3	1931	61800
met2	6006	109000
met1	26636	101000
li1	22560	-
through the flow:
stage                     power, mW  hold WS [ns]  instance area (um2)
after global placement         4.21         0.448                50500
after global routing           8.27         0.488                54400
after CTS                      8.09         0.464                54400
after detailed placement       4.21         0.456                50500
final                          8.20         0.466                54500
after floorplan                3.94         0.440                47900
power by group through the flow:
stage / Sequential (mW) / Combinational [mW] / Clock (mW)
CTS: 3.61 / 0.526 / 3.95
global route: 3.61 / 0.562 / 4.09
finish: 3.61 / 0.588 / 4.00
Power and IR drop assume default switching activity.
