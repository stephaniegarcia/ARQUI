[design/flow/config.mk]
export PLATFORM = sky130hd
export DESIGN_NAME = alu
export DESIGN_NICKNAME = alu
export VERILOG_FILES = /design/flow/design.v
export SDC_FILE = /design/flow/constraint.sdc
export NUM_CORES = 4
export LEC_CHECK = 1
export CORE_UTILIZATION = 30
[design/flow/constraint.sdc]
current_design alu

set clk_period 14.7
set clk_io_pct 0.2

create_clock -name clk0 -period $clk_period

set non_clock_inputs [all_inputs -no_clocks]
set_input_delay [expr $clk_period * $clk_io_pct] -clock clk0 $non_clock_inputs
set_output_delay [expr $clk_period * $clk_io_pct] -clock clk0 [all_outputs]
[design/flow/design.v]
module alu(
           input [31:0] A,B,
           input [5:0] functn,
           output reg [31:0] out,
           input inputCarry,
           output reg negativeFlag, zeroFlag, carryFlag, overflowFlag
    );
    always @(*)
    begin
        case (functn)
        6'b100000:  
            begin
            {carryFlag, out} = A + B;
             overflowFlag = ((A[31] == B[31]) && (A[31] != out[31])) ? 1'b1 : 1'b0;
            end
        6'b100001:  
            begin
            {carryFlag, out} = A + B;
            end
        6'b001000:  
           begin
            {carryFlag, out} = A + B;
            overflowFlag = ((A[31] == B[31]) && (A[31] != out[31])) ? 1'b1 : 1'b0;
            end
        6'b000101:  
           begin
            {carryFlag, out} = A + B;
            end
        6'b100010:  
            begin
            {carryFlag, out} = A - B;
            overflowFlag = (A[31] == 0 && B[31] == 1 && out[31] == 1) || (A[31] == 1 && B[31] == 0 && out[31] == 0);
            end
        6'b100011:  
            begin
            {carryFlag, out} = A - B;
            overflowFlag = (A[31] == 0 && B[31] == 1 && out[31] == 1) || (A[31] == 1 && B[31] == 0 && out[31] == 0);
            end
        6'b011001:  
            begin
            out = A * B;
            end
        6'b101010:  
            begin
            if(A < B)
            begin
                out = 1'b1;
            end
            else out = 1'b0;
            end
        6'b101011:  
            begin
            if(A < B)
            begin
                out = 1'b1;
            end
            else out = 1'b0;
            end
        6'b001010:  
            begin
            if(A < B)
            begin
                out = 1'b1;
            end
            else out = 1'b0;
            end
        6'b001011:  
            begin
            if(A < B)
            begin
                out = 1'b1;
            end
            else out = 1'b0;
            end
        6'b100001:  
            begin
            if(A < B)
            begin
                out = 1'b0;
            end
            else out = 0;
            end
        6'b100000:  
            begin
            if(A < B)
            begin
                out = 1;
            end
            else out = 0;
            end
        6'b100100:  
            begin
            out =  A & B;
            end
        6'b001100:  
            begin
            out = A & B;
            end
        6'b100101:  
            begin
            out =  A | B;
            end
        6'b001101:  
            begin
            out = A | B;
            end
        6'b100110:  
           begin
            out =  A ^ B;
            end
        6'b001110:  
           begin
            out = A ^ B;
            end
        6'b100111:  
           begin
            out = ~(A | B);
            end
        6'b001111:  
           begin
            out = ~(A | B);
            end
        6'b000000:  
           begin
            out = A << B;
            end
        6'b000100:  
          begin
            out = A << B;
            end
        6'b000011:  
           begin
            out = A >> B;
            end
        6'b000111:  
           begin
            out = A >> B;
            end
        6'b000010:  
           begin
            out = A >> B;
            end
        6'b000110:  
           begin
            out = A >> B;
            end
        endcase
    negativeFlag = out[31];  
    zeroFlag = out == 0;  
    end
endmodule
`timescale 1ns / 1ps
[design/flow/run.sh]
#!/bin/bash
# OpenROAD 26Q1-2900-gdf79404cd8, Yosys 0.63+post, stock flow scripts
make -C /OpenROAD-flow-scripts/flow DESIGN_CONFIG=/design/flow/config.mk WORK_HOME=/design/flow/orfs finish
==> results.json <==
{
  "ys_cells": 3215,
  "worst_ep_arrival_time_ns": 11.47,
  "start_kind": "input port",
  "crit_path_max_incr_delay_ns": 0.60,
  "num_vias": 25071,
  "routedWlPerCell_um": 26.3,
  "path_max_fanout": 11,
  "fp_util_pct": 30.3,
  "routed_antenna_nets": 0,
  "worst_slew_pin_slew_ns": 0.965,
  "worst_hold_path.num_cells": 9,
  "yosysUniqueCellTypes": 86,
  "grt_overflow_total": 0,
  "post_cts_hold_buffer_count": 0,
  "synth_top_cell_by_area": "sky130_fd_sc_hd__fa_1",
  "first_global_vias": 25307,
  "enable_flop_cells": 0,
  "syn2layout_area_growth_pct": 18.1,
  "post_route_cells_drive_above_1_share_pct": 13.6,
  "cp_data_required_time_ns": 11.76,
  "post-route-util_pct": 35.8,
  "floorplan.core_area_um2": 83700,
  "unclocked_pins": 34,
  "post-route-period-util_pct": 98.0,
  "pre_cts_slack_ns": -0.361,
  "routed_wl_mm": 120,
  "synthDominantCellAreaShare_pct": 32.4,
  "cellInternalPower_mw": 6.19,
  "io_pins": 107,
  "finalSetupViolations": 0,
  "numSynthFlops": 34,
  "rsz_0062_raised_after_global_routing": "no",
  "worstSetupEndpointType": "primary output",
  "grt_util_all_layers_pct": 29.5,
  "power.share.switching_pct": 56.0,
  "fp.dieArea_um2": 85600,
  "ys.flop_type": "sky130_fd_sc_hd__dlxtn_1",
  "worst_path_max_delay_cell": "sky130_fd_sc_hd__or4_1",
  "final_common_cell": "sky130_fd_sc_hd__inv_1",
  "dp.final_hpwl_mm": 98.7,
  "path_class": "input port to primary output",
  "ir_drop_uv": 1440,
  "rows": 106,
  "max_cap_violations": 0,
  "total_power_density_per_cell_area_nw_per_um2": 470,
  "first_iter_violations": 2018,
  "via_per_inst": 5.49,
  "chip_area_line_of_the_yosys_report_um2": 25300,
  "number_of_unconstrained_endpoints": 68,
  "worst_path_most_repeated_cell": "sky130_fd_sc_hd__fa_1",
  "die_y_um": 293,
  "timing.final.ws_setup_ns": 0.293,
  "grt_first_pass_wirelength_mm": 175,
  "fin_hold_ws_ns": 7.15,
  "drt-pass1-iter-count": 7,
  "worstHoldStart": "functn[0]",
  "fmaxAchievable_mhz": 69.4,
  "synth-async-reset-ratio_pct": 0,
  "ys.warnings.count": 1,
  "port_buffers": 106,
  "netSwitchingPower_mw": 7.87,
  "synthCells": 3215,
  "timing.final.max_slew_violations": 0,
  "layout_top_cells_excl_fill_tap": "sky130_fd_sc_hd__inv_1, sky130_fd_sc_hd__nor2_1, sky130_fd_sc_hd__fa_1",
  "max-slew-margin-rel_pct": 35.2,
  "p_leak_nw": 13.9,
  "ys_top_cells_by_area": "sky130_fd_sc_hd__fa_1, sky130_fd_sc_hd__ha_1, sky130_fd_sc_hd__inv_1",
  "area_of_the_mapped_netlist_um2": 25300,
  "gpl.final_weighted_congestion": 1.09,
  "grt_max_degree": 73,
  "syn-mean-instance-area_um2": 7.88,
  "stage_log_warnings": 99,
  "hold_path_class": "input port to primary output",
  "hold_violations": 0,
  "setup.worst_path.end": "zeroFlag",
  "fin_crit_ns": 14.41,
  "die_x_um": 293,
  "antenna_found_initial": 7,
  "run_status": "completed",
  "critPathLaunch": "A[10]",
  "route.detailed.drc": 0
}
-- stage by stage --
step | instance area [µm²] | setup TNS (ns) | power (mW) | cells
finish | 29900 | 0 | 14.1 | 4563
global route | 29900 | 0 | 15.0 | 4558
CTS | 29700 | 0 | 13.0 | 4557
detailed placement | 29500 | -0.449 | 12.3 | 4553
global placement | 29500 | -0.408 | 12.4 | 4553
floorplan | 25300 | 0 | 7.15 | 3215
-- cell usage after synthesis, drive strengths merged, types with 10 or more instances --
master,count
a211oi,39
ha,220
o21ai,139
nor4,23
fa,410
nand3,40
nor2,432
or3,12
o211ai,38
or2,12
and3,11
buf,46
a21o,27
xnor2,76
a221oi,17
nand4,11
o22ai,10
inv,475
nand2b,24
mux2,17
and2,16
nand2,359
clkinv,13
nor3,53
a211o,10
clkbuf,163
dlxtn,34
o21a,22
mux2i,44
o221ai,11
nor2b,17
a31oi,18
o31ai,17
xor2,18
mux4,54
a21oi,127
-- worst max-delay path, delay by kind of cell --
kind / cells / cell delay [ns]
fa+ha+maj: 9 / 3.89
simple gates: 7 / 2.03
buf+inv: 9 / 1.60
compound gates: 5 / 1.01
-- registers in the layout, indices dropped and copies added (netlist names) --
register,flops
overflowFlag,1
out,32
carryFlag,1
-- worst min-delay path by stage --
stage,to,slack (ns)
4_1_cts,zeroFlag,7.13
5_1_grt,zeroFlag,7.25
6_report,zeroFlag,7.15
-- area by class of cell --
class	count	area, µm²
diodes	5	12.5
fillers	8742	53800
inverters	488	1840
multi-input cells	2484	22500
flip-flops and latches	34	510
well taps	1134	1420
repair buffers	418	3630
-- per-layer routing --
layer | share of wire (%) | global-route usage [%] | wire [µm] | up-vias
li1 | - | - | - | 11045
met4 | 5.2 | 11.7 | 6190 | 8
met3 | 14 | 13.7 | 16500 | 260
met1 | 39 | 39.2 | 46600 | 12281
met2 | 42 | 42.0 | 50700 | 1477
met5 | 0.14 | 1.08 | 166 | -
-- logic make-up after synthesis --
family / Yosys count / share of synthesized area (%)
muxes: 115 / 7.29
xor gates and xnor gates: 94 / 3.25
adders and majority gates: 630 / 43.2
buffers and inverters: 697 / 10.4
latches: 34 / 2.01
AOI/OAI and AO/OA: 595 / 15.7
and+or+nand+nor: 1050 / 18.0
-- repair_timing --
item                                   in CTS  in global routing
pin swaps                                  22                 31
setup endpoints to repair                   2                  2
endpoints found under the hold margin       0                  0
resized                                    48                 31
setup buffers                               4                  2
-- power groups by stage --
stage / logic, mW / registers [mW] / clock network, mW
after global routing: 14.9 / 0.0394 / 0
after CTS: 12.9 / 0.0382 / 0
Power figures rest on the tool's default switching activity, not on a simulated workload.
